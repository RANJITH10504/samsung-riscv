<file path="/design/flow/config.mk">
export PLATFORM = sky130hd
export DESIGN_NAME = iiitb_rv32i_v2
export DESIGN_NICKNAME = iiitb_rv32i_v2
export VERILOG_FILES = /design/flow/design.v
export SDC_FILE = /design/flow/constraint.sdc
export NUM_CORES = 4
export LEC_CHECK = 1
export CORE_UTILIZATION = 40
</file>
<file path="/design/flow/constraint.sdc">
current_design iiitb_rv32i_v2

set clk_period 15.3
set clk_io_pct 0.2

create_clock -name clk0 -period $clk_period [get_ports {RN}]
create_clock -name clk1 -period $clk_period [get_ports {clk}]

set non_clock_inputs [all_inputs -no_clocks]
set_input_delay [expr $clk_period * $clk_io_pct] -clock clk0 $non_clock_inputs
set_output_delay [expr $clk_period * $clk_io_pct] -clock clk0 [all_outputs]
</file>
<file path="/design/flow/design.v">
module iiitb_rv32i_v2(clk, RN, NPC, WB_OUT);
input clk;
input RN;
integer k;
wire EX_MEM_COND;
reg BR_EN;
reg [31:0] IF_ID_IR, IF_ID_NPC;
reg [31:0] ID_EX_A, ID_EX_B, ID_EX_RD, ID_EX_IMMEDIATE, ID_EX_IR, ID_EX_NPC;
reg [31:0] EX_MEM_ALUOUT, EX_MEM_B, EX_MEM_IR;
parameter ADD = 3'd0,
          SUB = 3'd1,
          AND = 3'd2,
          OR  = 3'd3,
          XOR = 3'd4,
          SLT = 3'd5,
          MUL = 3'd6,  
          ADDI = 3'd0,
          SUBI = 3'd1,
          ANDI = 3'd2,
          ORI  = 3'd3,
          XORI = 3'd4,
          MULI = 3'd5,  
          LW = 3'd0,
          SW = 3'd1,
          BEQ = 3'd0,
          BNE = 3'd1,
          SLL = 3'd0,
          SRL = 3'd1;
parameter AR_TYPE = 7'd0,
          M_TYPE  = 7'd1,
          BR_TYPE = 7'd2,
          SH_TYPE = 7'd3;
reg [31:0] MEM_WB_IR, MEM_WB_ALUOUT, MEM_WB_LDM;
output reg [31:0] WB_OUT, NPC;
reg [31:0] REG[0:31];       
reg [31:0] MEM[0:31];      
reg [31:0] DM[0:31];      
always @(posedge clk or posedge RN) begin
    if(RN) begin
        NPC <= 32'd0;
        BR_EN <= 1'd0; 
        REG[0] <= 32'h00000000;
        REG[1] <= 32'd1;
        REG[2] <= 32'd2;
        REG[3] <= 32'd3;
        REG[4] <= 32'd4;
        REG[5] <= 32'd5;
        REG[6] <= 32'd6;
    end else begin
        NPC <= BR_EN ? EX_MEM_ALUOUT : NPC + 32'd1;
        BR_EN <= 1'd0;
        IF_ID_IR <= MEM[NPC];
        IF_ID_NPC <= NPC + 32'd1;
    end
end
always @(posedge RN) begin
    MEM[0] <= 32'h02208300;   
    MEM[1] <= 32'h02209380;   
    MEM[2] <= 32'h0230a400;   
    MEM[3] <= 32'h02513480;   
    MEM[4] <= 32'h0240c500;   
    MEM[5] <= 32'h02415580;   
    MEM[6] <= 32'h00520600;   
    MEM[7] <= 32'h00209181;   
    MEM[8] <= 32'h00208681;   
    MEM[9] <= 32'h00f00002;   
    MEM[25] <= 32'h00210700;  
end
always @(posedge clk) begin
    ID_EX_A <= REG[IF_ID_IR[19:15]];
    ID_EX_B <= REG[IF_ID_IR[24:20]];
    ID_EX_RD <= REG[IF_ID_IR[11:7]];
    ID_EX_IR <= IF_ID_IR;
    ID_EX_IMMEDIATE <= {{20{IF_ID_IR[31]}}, IF_ID_IR[31:20]};
    ID_EX_NPC <= IF_ID_NPC;
end
always @(posedge clk) begin
    EX_MEM_IR <= ID_EX_IR;
    case(ID_EX_IR[6:0])
        AR_TYPE: begin
            if(ID_EX_IR[31:25] == 7'd1) begin
                case(ID_EX_IR[14:12])
                    ADD: EX_MEM_ALUOUT <= ID_EX_A + ID_EX_B;
                    SUB: EX_MEM_ALUOUT <= ID_EX_A - ID_EX_B;
                    AND: EX_MEM_ALUOUT <= ID_EX_A & ID_EX_B;
                    OR:  EX_MEM_ALUOUT <= ID_EX_A | ID_EX_B;
                    XOR: EX_MEM_ALUOUT <= ID_EX_A ^ ID_EX_B;
                    SLT: EX_MEM_ALUOUT <= (ID_EX_A < ID_EX_B) ? 32'd1 : 32'd0;
                    MUL: EX_MEM_ALUOUT <= ID_EX_A * ID_EX_B;  
                endcase
            end else begin
                case(ID_EX_IR[14:12])
                    ADDI: EX_MEM_ALUOUT <= ID_EX_A + ID_EX_IMMEDIATE;
                    SUBI: EX_MEM_ALUOUT <= ID_EX_A - ID_EX_IMMEDIATE;
                    ANDI: EX_MEM_ALUOUT <= ID_EX_A & ID_EX_B;
                    ORI:  EX_MEM_ALUOUT <= ID_EX_A | ID_EX_B;
                    XORI: EX_MEM_ALUOUT <= ID_EX_A ^ ID_EX_B;
                    MULI: EX_MEM_ALUOUT <= ID_EX_A * ID_EX_IMMEDIATE;  
                endcase
            end
        end
        M_TYPE: begin
            case(ID_EX_IR[14:12])
                LW: EX_MEM_ALUOUT <= ID_EX_A + ID_EX_IMMEDIATE;
                SW: EX_MEM_ALUOUT <= ID_EX_IR[24:20] + ID_EX_IR[19:15];
            endcase
        end
        BR_TYPE: begin
            case(ID_EX_IR[14:12])
                BEQ: begin 
                    EX_MEM_ALUOUT <= ID_EX_NPC + ID_EX_IMMEDIATE;
                    BR_EN <= (ID_EX_IR[19:15] == ID_EX_IR[11:7]) ? 1'd1 : 1'd0;
                end
                BNE: begin 
                    EX_MEM_ALUOUT <= ID_EX_NPC + ID_EX_IMMEDIATE;
                    BR_EN <= (ID_EX_IR[19:15] != ID_EX_IR[11:7]) ? 1'd1 : 1'd0;
                end
            endcase
        end
        SH_TYPE: begin
            case(ID_EX_IR[14:12])
                SLL: EX_MEM_ALUOUT <= ID_EX_A << ID_EX_B;
                SRL: EX_MEM_ALUOUT <= ID_EX_A >> ID_EX_B;
            endcase
        end
    endcase
end
always @(posedge clk) begin
    MEM_WB_IR <= EX_MEM_IR;
    case(EX_MEM_IR[6:0])
        AR_TYPE, SH_TYPE: MEM_WB_ALUOUT <= EX_MEM_ALUOUT;
        M_TYPE: begin
            case(EX_MEM_IR[14:12])
                LW: MEM_WB_LDM <= DM[EX_MEM_ALUOUT];
                SW: DM[EX_MEM_ALUOUT] <= REG[EX_MEM_IR[11:7]];
            endcase
        end
    endcase
end
always @(posedge clk) begin
    case(MEM_WB_IR[6:0])
        AR_TYPE, SH_TYPE: begin 
            WB_OUT <= MEM_WB_ALUOUT;
            REG[MEM_WB_IR[11:7]] <= MEM_WB_ALUOUT;
        end
        M_TYPE: begin
            case(MEM_WB_IR[14:12])
                LW: begin
                    WB_OUT <= MEM_WB_LDM;
                    REG[MEM_WB_IR[11:7]] <= MEM_WB_LDM;
                end
            endcase
        end
    endcase
end
endmodule
</file>
<file path="/design/flow/run.sh">
#!/bin/bash
# OpenROAD 26Q1-2900-gdf79404cd8, Yosys 0.63+post, stock flow scripts
make -C /OpenROAD-flow-scripts/flow DESIGN_CONFIG=/design/flow/config.mk WORK_HOME=/design/flow/orfs finish
</file>
==> ci_impl_report.md <==
### Metrics collected by this job

| Metric | Value |
|---|---|
| Largest vdd supply drop | `105 µV` |
| DRC viols | `0` |
| Simple-gate share of the synthesized area | `8.07%` |
| Syn Std Cell Area | `93100 µm²` |
| First-pass detailed-route iteration total | `10` |
| Worst-case clock skew | `67.6 ps` |
| Die Width | `485 µm` |
| WL per Instance | `33.2 µm` |
| Hold Slack | `-300 ps` |
| R2R Path Start | `ID_EX_B[2]$_DFF_P_` |
| Total routed wirelength | `353 mm` |
| Setup repair bufs after CTS | `0` |
| RSZ-0062 raised after global routing | `no` |
| Via density | `6.08` |
| Crit path setup slack, layout | `6910 ps` |
| Maximum number of pins on one net before global-route repair | `54` |
| Post-cts gate resize count | `0` |
| Post-route core utilization | `45.5%` |
| Synth Area in XOR/XNOR | `2.30%` |
| Synthesized area per cell | `12.8 µm²` |
| Summed negative setup slack over all endpoints | `0 ps` |
| Via count of the first global-routing pass | `68100` |
| Crit-path most repeated cell | `sky130_fd_sc_hd__fa_1` |
| Post-synth ARST share | `1.94%` |
| Actual slew at the worst max-slew pin | `1090 ps` |
| Worst Path Arrival | `8930 ps` |
| Register clock-pin slew on the reported worst setup and hold paths | `80 ps` |
| CTS Hold Bufs | `0` |
| Worst Setup Start Kind | `register` |
| Worst slack at placement | `5620 ps` |
| Post-detail-place hpwl | `239 mm` |
| Power density over the cells | `89.5 nW/µm²` |
| Max layer used | `met5` |
| Row cnt | `176` |
| ANT nets after route | `0` |
| Path class of the lowest-slack min-delay path | `clock port to register` |
| Vert. Die Dim | `485 µm` |
| Design Power | `9.40 mW` |
| Area growth from synthesis to final layout | `12.9%` |
| Count of instantiated cells in the yosys netlist | `7261` |
| Post-placement cell area | `98800 µm²` |
| Cell count after synthesis | `7261` |
| Final instance count without filler cells | `10600` |
| Number of warnings reported in the yosys synthesis log | `1125` |
| Hold Path Origin | `RN` |
| Largest fanout of any net on the critical path | `33` |
| Number of placed instances with taps included | `10200` |
| Outcome | `complete, but fails checks` |
| Routed met2 length | `156 mm` |
| Max-slew violations | `0` |
| Cell with the biggest individual delay on the critical path | `sky130_fd_sc_hd__a2111oi_0` |
| Number of synthesized flops with an enable pin | `1488` |
| GRT Total Usage | `32.8%` |
| Dominant Register Cell | `sky130_fd_sc_hd__edfxtp_1` |
| Crit path launch | `ID_EX_B[2]$_DFF_P_` |
| Distinct lib cells used | `98` |
| Highest cell delay on the worst timing path | `750 ps` |
| Via total after detailed routing | `64800` |
| Share of post-route cells with drive strength above 1 | `14.1%` |
| Leak Pwr | `40.2 nW` |
| CTS tree | `yes` |
| Flip-flop and latch count after synthesis | `1650` |
| GRT overflow | `0` |
| Initial standard-cell utilization of the core | `40.4%` |
| Area fraction in compound gates after synthesis | `9.78%` |
| Mux share | `8.15%` |
| Final GP Congestion | `1.07` |
| Final-report hold violation count | `48` |
| Count of endpoints failing setup in the final report | `0` |
| Post-route met1 wirelength | `122 mm` |
| CP cell instances | `buf_4 > inv_2 > buf_4 > nor2_1 > fa_1 > inv_1 > fa_1 > fa_1 > fa_1 > inv_1 > fa_1 > inv_1 > fa_1 > inv_1 > fa_1 > fa_1 > ha_1 > a21o_1 > a21o_1 > a21oi_1 > a21boi_0 > xnor2_1 > a2111oi_0 > a211oi_1` |
| Number of DRC markers after the initial detailed-route iteration | `5952` |
| Total die area | `235000 µm²` |
| Critical path class | `register to register` |
| Worst path required time | `15840 ps` |
| Total tool warning count | `179` |
| Register area share after synthesis | `51.6%` |
| Top non-seq family | `adder cells` |
| Post-synthesis chip area from yosys | `93100 µm²` |
| Antenna violations before repair | `22` |
| Count of boundary I/O pins | `66` |
| Maxcap violations | `0` |
| Failing checks | `negative hold slack` |
| Fa+ha+maj area frac | `15.4%` |
| Met3 layer wire length in the routed design | `58.9 mm` |
| Buffers added on ports | `64` |
| Relative slew slack | `25.3%` |
| Worst Setup End Kind | `register` |
| Wire length of the first global-routing pass | `501 mm` |
| Core Box Area | `231000 µm²` |
| Final Cell Area | `105000 µm²` |
-- metal layers --
metal	global-route usage, %	vias to the layer above
li1	-	27000
met4	11.2	18
met2	45.9	4649
met5	1.04	-
met3	22.2	773
met1	41.7	32300
-- registers in the layout (all words and copies together), names as in the netlist, 32 cells and up --
| signal | flops |
|---|---|
| ID_EX_A | 32 |
| REG | 288 |
| ID_EX_B | 32 |
| DM | 1024 |
| NPC | 32 |
| ID_EX_NPC | 32 |
| WB_OUT | 32 |
| EX_MEM_ALUOUT | 32 |
| IF_ID_NPC | 32 |
| MEM_WB_LDM | 32 |
| MEM_WB_ALUOUT | 32 |
-- area by class of cell --
| type | instances | area, µm² |
|---|---|---|
| Clock buffer | 209 | 4540 |
| Tap cell | 3026 | 3790 |
| Timing Repair Buffer | 392 | 3100 |
| Antenna cell | 17 | 42.5 |
| Clock inverter | 191 | 1770 |
| Inverter | 681 | 2560 |
| Multi-Input combinational cell | 4477 | 41200 |
| Sequential cell | 1650 | 48100 |
| Fill cell | 20300 | 126000 |
-- critical path, delay by kind of cell, from the launching register on --
kind            cells  cell delay (ps)
simple gates        1              120
flops               1              310
fa+ha+maj           9             4370
buf+inv             7             1110
xor+xnor            1              220
compound gates      6             1910
-- synthesized netlist by cell type (15+ instances only) --
cell type / count / share of area [%]
sky130_fd_sc_hd__a221oi_1: 62 / 0.58
sky130_fd_sc_hd__ha_1: 356 / 4.8
sky130_fd_sc_hd__and3_1: 35 / 0.24
sky130_fd_sc_hd__mux2i_1: 52 / 0.56
sky130_fd_sc_hd__o21ai_0: 199 / 1.1
sky130_fd_sc_hd__a221o_1: 25 / 0.27
sky130_fd_sc_hd__nand3b_1: 15 / 0.12
sky130_fd_sc_hd__nand2_1: 509 / 2.1
sky130_fd_sc_hd__a21o_1: 50 / 0.40
sky130_fd_sc_hd__nand3_1: 98 / 0.53
sky130_fd_sc_hd__nor2_1: 676 / 2.7
sky130_fd_sc_hd__edfxtp_1: 1488 / 48
sky130_fd_sc_hd__nor2b_1: 28 / 0.19
sky130_fd_sc_hd__dfrtp_1: 32 / 0.86
sky130_fd_sc_hd__fa_1: 495 / 11
sky130_fd_sc_hd__mux4_2: 290 / 7.0
sky130_fd_sc_hd__o22a_1: 18 / 0.17
sky130_fd_sc_hd__o31ai_1: 15 / 0.12
sky130_fd_sc_hd__clkinv_1: 21 / 0.085
sky130_fd_sc_hd__nand4_1: 72 / 0.48
sky130_fd_sc_hd__nand2b_1: 43 / 0.29
sky130_fd_sc_hd__xnor2_1: 184 / 1.7
sky130_fd_sc_hd__clkbuf_1: 335 / 1.4
sky130_fd_sc_hd__o211ai_1: 21 / 0.17
sky130_fd_sc_hd__mux2_2: 48 / 0.58
sky130_fd_sc_hd__buf_1: 83 / 0.33
sky130_fd_sc_hd__a222oi_1: 43 / 0.46
sky130_fd_sc_hd__a22oi_1: 285 / 2.3
sky130_fd_sc_hd__o21bai_1: 18 / 0.15
sky130_fd_sc_hd__xor2_1: 61 / 0.57
sky130_fd_sc_hd__a31oi_1: 38 / 0.26
sky130_fd_sc_hd__a211oi_1: 52 / 0.42
sky130_fd_sc_hd__o22ai_1: 50 / 0.34
sky130_fd_sc_hd__a21oi_1: 243 / 1.3
sky130_fd_sc_hd__a2111oi_0: 19 / 0.18
sky130_fd_sc_hd__a22o_1: 24 / 0.23
sky130_fd_sc_hd__buf_2: 26 / 0.14
sky130_fd_sc_hd__dfxtp_1: 130 / 2.8
sky130_fd_sc_hd__and2_1: 41 / 0.28
sky130_fd_sc_hd__inv_1: 659 / 2.7
sky130_fd_sc_hd__o221ai_1: 21 / 0.20
sky130_fd_sc_hd__nor4_1: 18 / 0.12
sky130_fd_sc_hd__nor3_1: 88 / 0.47
-- placed cells by master, fill, tap and decap left out, types with 40 or more instances in the layout --
master                            instances
sky130_fd_sc_hd__a211oi_1                51
sky130_fd_sc_hd__a21o_1                  50
sky130_fd_sc_hd__a21oi_1                242
sky130_fd_sc_hd__a221oi_1                62
sky130_fd_sc_hd__a222oi_1                43
sky130_fd_sc_hd__a22oi_1                285
sky130_fd_sc_hd__and2_1                  40
sky130_fd_sc_hd__buf_4                  328
sky130_fd_sc_hd__clkbuf_16              173
sky130_fd_sc_hd__clkdlybuf4s50_1         64
sky130_fd_sc_hd__clkinv_1                50
sky130_fd_sc_hd__dfxtp_1                124
sky130_fd_sc_hd__edfxtp_1              1488
sky130_fd_sc_hd__fa_1                   495
sky130_fd_sc_hd__ha_1                   355
sky130_fd_sc_hd__inv_1                  741
sky130_fd_sc_hd__mux2_2                  48
sky130_fd_sc_hd__mux2i_1                 52
sky130_fd_sc_hd__mux4_2                 290
sky130_fd_sc_hd__nand2_1                509
sky130_fd_sc_hd__nand2b_1                43
sky130_fd_sc_hd__nand3_1                 98
sky130_fd_sc_hd__nand4_1                 72
sky130_fd_sc_hd__nor2_1                 625
sky130_fd_sc_hd__nor2_4                  40
sky130_fd_sc_hd__nor3_1                  79
sky130_fd_sc_hd__o21ai_0                187
sky130_fd_sc_hd__o22ai_1                 50
sky130_fd_sc_hd__xnor2_1                184
sky130_fd_sc_hd__xor2_1                  61
-- final timing paths --
kind | endpoint | slack [ps] | cells after the start
worst max-delay path | EX_MEM_ALUOUT[21]$_DFFE_PP_ | 6910 | 24
worst min-delay path | IF_ID_IR[13]$_DFFE_PN_ | -300 | 3
worst max register to register | EX_MEM_ALUOUT[21]$_DFFE_PP_ | 6910 | 24
worst min register to register | ID_EX_NPC[23]$_DFF_P_ | 320 | 0
max in group asynchronous | NPC[18]$_DFF_PP0_ | 8280 | 3
max in group clk0 | NPC[3] | 10010 | 1
min in group clk0 | NPC[31] | 4660 | 1
min in group asynchronous | NPC[0]$_DFF_PP0_ | 6880 | 3
-- cells by family (layout without fill, tap and decap cells) --
kind of cell             after synthesis  after routing
buffers and inverters               1134           1473
adder cells (fa/ha/maj)              851            851
other                                  0             17
AND/OR/NAND/NOR                     1691           1691
AND-OR/OR-AND                       1300           1300
XOR/XNOR                             245            245
flip-flops                          1650           1650
multiplexers                         390            390
-- power by group --
part | internal, mW | switching, mW | leakage, nW | total, mW
Combinational | 0 | 0 | 18.1 | 0.0000181
Sequential | 4.87 | 0 | 18.8 | 4.87
Clock | 2.56 | 1.98 | 3.32 | 4.53
Total | 7.43 | 1.98 | 40.2 | 9.40
Power is estimated from default activity; no workload was simulated.
